===== design.v =====
module LFSR(data_out, cycle_repeat, reset, clock);
    input reset;
    input clock;
    output [0:2] data_out;   
    output reg cycle_repeat ;  
    reg [0:2] Q;	 
    reg [2:0] count;  
    always@(posedge clock or posedge reset) begin  
       if(reset == 1) begin
           Q <= 9'b001;   
           count <= 3'b000;  
       end
       else begin
            Q[0] <= Q[2];
            Q[1] <= Q[0] ^ Q[2];
            Q[2] <= Q[1];
            count = count + 1;  
            if(count <= 3'b110)  
               cycle_repeat = 0;
            else
               cycle_repeat = 1; 
       end
    end
    assign data_out = Q;   
endmodule

===== run.sh =====
#!/bin/bash
# OpenROAD 26Q1-2900-gdf79404cd8, Yosys 0.63+post, stock flow scripts
make -C /OpenROAD-flow-scripts/flow DESIGN_CONFIG=/design/flow/config.mk WORK_HOME=/design/flow/orfs finish

===== config.mk =====
export PLATFORM = sky130hd
export DESIGN_NAME = LFSR
export DESIGN_NICKNAME = LFSR
export VERILOG_FILES = /design/flow/design.v
export SDC_FILE = /design/flow/constraint.sdc
export NUM_CORES = 4
export LEC_CHECK = 1
export CORE_AREA = 10 10 70 70
export DIE_AREA = 0 0 80 80

===== constraint.sdc =====
current_design LFSR

set clk_period 1.7
set clk_io_pct 0.2

create_clock -name clk0 -period $clk_period [get_ports {clock}]

set non_clock_inputs [all_inputs -no_clocks]
set_input_delay [expr $clk_period * $clk_io_pct] -clock clk0 $non_clock_inputs
set_output_delay [expr $clk_period * $clk_io_pct] -clock clk0 [all_outputs]

==> results.json <==
{
  "status": "finished clean",
  "synth.distinct_cells": 7,
  "clk_pin_slew_ps": 50,
  "cp-end-kind": "output port",
  "cts_tree": "yes",
  "drt_iter0_drc": 2,
  "ir_worst_vdd_mv": 0.3592,
  "synth_stat.cells": 16,
  "max_stage_delay_ps": 540,
  "power_density_nw_per_um2": 837.5,
  "rsz0062_at_grt": "false",
  "dp_hpwl_um": 280.8,
  "wl_per_cell_um": 5.521,
  "crit_buf_inv": 1,
  "start_kind": "register",
  "synthArstFlopShare_pct": 85.71,
  "post_synth.cell_area_avg_um2": 15.72,
  "cp_cell_sequence": "clkdlybuf4s50_1",
  "yosysWarningCount": 1,
  "common_cells": "5 x dfrtp_1, 4 x inv_1, 2 x ha_1, 2 x xor2_1",
  "netlist_instances": 16,
  "hold_class": "input pin to async pin",
  "flop_cell": "dfrtp_1",
  "cts_resized": 0,
  "drv_slew": 0,
  "synth.top_cell.area_share_pct": 49.75,
  "fillers": 398,
  "ys_seq_share_pct": 72.14,
  "most_common_cell": "dfrtp_1",
  "cts_htree_levels": 1,
  "yosys_area_um2": 251.5,
  "crit_type": "register to output port",
  "layout.cells.non_filler": 71,
  "tightest_slew_ps": 245.7,
  "crit_arrival_ps": 1260,
  "hold_buffers": 0,
  "coreArea_um2": 3416,
  "power_leakage_nw": 0.1784,
  "diodes": 0,
  "fin_worst_skew_ps": 1.922,
  "clock-sinks": 7,
  "die_w_um": 80,
  "edf_count": 1,
  "top_cells_by_area": "dfrtp_1 50%, edfxtp_1 12%, dfstp_2 10%",
  "required_ps": 1360,
  "seq_area_um2": 181.4,
  "root_buffer": "clkbuf_4",
  "ys_seq_elements": 7,
  "grt_max_degree": 8,
  "warnings": 26,
  "syn_to_final_growth_pct": 53.23,
  "cp_max_fo": 3,
  "cap_viol_max_count": 0,
  "fp-utilization_pct": 7.363,
  "clk-insertion-delay-late_ps": 250,
  "drc": 0,
  "io_buffers": 5,
  "drive_above_1_share_pct": 20.00,
  "rows": 21,
  "chipArea_um2": 6400,
  "period_needed_ps": 1602,
  "ant_nets": 0,
  "comb_area_um2": 55.05,
  "gr-usage-all-layers_pct": 1.444,
  "finalHoldViolCount": 0,
  "top_area_cell": "dfrtp_1",
  "vias": 127,
  "max_slew_margin_pct": 83.60,
  "antenna_found_initial": 0,
  "finalSetupViolations": 0,
  "cpMaxStageDelayCell": "dfstp_2",
  "synth_area_um2": 251.5,
  "timing.hold.ws_ps": 322.3,
  "clockBufferDepth": 2,
  "rrSetupSlack_ps": 510,
  "total_power_w": 0.0003228,
  "setup_tns_ps": 0,
  "final_core_util_pct": 11.28,
  "ios": 6,
  "cts_buffers": 3,
  "grt_pass1_vias": 179,
  "dp.cells": 67,
  "cp_top_family": "flip-flops",
  "finalWirelength_um": 392,
  "fmax_ghz": 0.6243,
  "finalClockPeriodUsage_pct": 94.22,
  "cts_setup_buffers": 0,
  "overflow": 0,
  "gp_congestion": 0.6006,
  "vias_per_cell": 1.789,
  "grt_first_pass_wirelength_um": 738,
  "first_pass_iters": 2,
  "die_h_um": 80
}
stage by stage:
stage | area [µm²] | setup WS [ps]
5_1_grt | 385.4 | 50.39
2_1_floorplan | 251.5 | 573.0
3_3_place_gp | 359.1 | 365.4
4_1_cts | 385.4 | 80.97
3_5_place_dp | 359.1 | 363.9
6_report | 385.4 | 98.18
routing by layer:
layer / global-route usage (%) / vias to the layer above / routed length, µm
li1: - / 64 / -
met1: 1.959 / 55 / 229
met2: 1.525 / 8 / 110
met3: 1.364 / 0 / 51
met4: 0.3521 / 0 / 0
met5: 0 / - / 0
kinds of logic (layout without fill, tap and decap cells):
group                      count (synthesis)  count (layout)  share of synthesized area [%]
adders and majority gates                  2               2                          9.949
buffers and inverters                      4              13                          5.968
and+or+nand+nor                            1               1                          4.974
xor gates and xnor gates                   2               2                          6.966
DFF                                        7               7                          72.14
path summary, 6_finish.rpt:
path,depth (start not counted),endpoint,from
min in group clk0,0,Q[2],Q[1]
worst min-delay path,2,Q[0],reset
worst max register to register,3,cycle_repeat,count[0]
worst max-delay path,1,data_out[2],Q[2]
max in group asynchronous,2,Q[2],reset
worst min register to register,0,Q[2],Q[1]
cell usage in the layout (no fill, tap or decap):
cell type and instances:
inv_1 4, nor3b_2 1, xor2_1 2, dfrtp_1 5, clkdlybuf4s50_1 5, clkbuf_4 3, clkbuf_1 1, ha_1 2
dfstp_2 1, edfxtp_1 1
state kept, by name, summed over array words and instances, names as in the netlist:
| signal | cells |
|---|---|
| Q | 3 |
| count | 3 |
| cycle_repeat | 1 |
area by class of cell:
class                           instances  share of cell area (%)
Inverter                                4                   3.896
Tap cell                               46                   14.94
Multi-Input combinational cell          5                   14.29
Timing Repair Buffer                    5                   12.99
Sequential cell                         7                   47.08
Clock buffer                            4                   6.818
where the power goes:
group / internal [W] / switching [W] / total (W)
registers: 0.000171 / 0.000000122 / 0.000171
clock network: 0.0000893 / 0.0000564 / 0.000146
logic: 0.00000293 / 0.00000323 / 0.00000616
Power is estimated from default activity; no workload was simulated.
